===== flow/constraint.sdc =====
current_design MEAN_DISRST

set clk_period 10.4
set clk_io_pct 0.2

create_clock -name clk0 -period $clk_period [get_ports {clk}]

set non_clock_inputs [all_inputs -no_clocks]
set_input_delay [expr $clk_period * $clk_io_pct] -clock clk0 $non_clock_inputs
set_output_delay [expr $clk_period * $clk_io_pct] -clock clk0 [all_outputs]

===== flow/design.v =====
module MEAN_DISRST
#(
parameter width_H = 5,
parameter width_W = 20,
parameter N = 32,
parameter log_N = 5
)
(
input wire clk,
input wire data_i_en,
input wire [(width_H+width_W-1):0]data_i,
output reg data_o_en,
output reg [(width_H+width_W-1):0]data_o
);
int a,b,c;
reg pipe_en[0:N];
reg [(width_H+width_W-1):0]pipe[0:N];
reg [(width_H+width_W-1):0]pipe_result_en[0:(log_N-1)];
reg [(width_H+width_W-1):0]pipe_result[0:(log_N-1)][0:N];
always@(posedge clk)begin
if (data_i_en==1) begin
    pipe_en[0]<=data_i_en;
    pipe[0]<=data_i;
    for (a=0;a<(N);a=a+1) begin
        pipe_en[a+1]<=pipe_en[a];
        pipe[a+1]<=pipe[a];
        pipe_result[0][a]<=( { { log_N{pipe[a][(width_H+width_W-1)]} },{pipe[a]} } >>log_N ); 
    end
    pipe_result_en[0]<=pipe_en[N];
    pipe_result[0][N]<=(pipe[N]>>log_N); 
    for (b=0;b<(log_N);b=b+1) begin
        pipe_result_en[b+1]<=pipe_result_en[b];
        for (a=0;a<(N/2);a=a+1) begin
            pipe_result[b+1][a]<=pipe_result[b][2*a]+pipe_result[b][2*a+1];
        end
    end
    data_o_en<=pipe_result_en[(log_N-1)];
    data_o<=pipe_result[(log_N-1)][0]+pipe_result[(log_N-1)][1];
end
end
endmodule

===== flow/config.mk =====
export PLATFORM = sky130hd
export DESIGN_NAME = MEAN_DISRST
export DESIGN_NICKNAME = MEAN_DISRST
export VERILOG_FILES = /design/flow/design.v
export SDC_FILE = /design/flow/constraint.sdc
export NUM_CORES = 4
export LEC_CHECK = 1
export CORE_UTILIZATION = 30

===== flow/run.sh =====
#!/bin/bash
# OpenROAD 26Q1-2900-gdf79404cd8, Yosys 0.63+post, stock flow scripts
make -C /OpenROAD-flow-scripts/flow DESIGN_CONFIG=/design/flow/config.mk WORK_HOME=/design/flow/orfs finish

==> run summary <==
Largest net degree at the start of global routing: 132
H-tree levels: 4
Outcome: complete, no violations
OpenROAD warnings: 42
Fin crit share: 42.0%
CP startpoint kind: input port
Worst hold path type: reg -> reg
Post-Syn Area per Cell: 13.4 sq um
CP endpoint kind: flop
Unrepaired setup endpoints after global routing: no
Die Height: 485 um
# rows: 176
Least-Margin Pin Slew: 0.950 ns
Post-CTS Setup Bufs: 0
Placer Congestion: 0.896
Syn-to-layout area delta: 12.7%
Initial antenna violation count: 3
Synthesized instance count: 5211
Synth flops: 1371
Required time of the critical path: 10.78 ns
Hpwl dp: 94.5 mm
Total grt overflow: 0
M1 GR Usage: 15.6%
Clock sink count: 1371
# IOs: 53
Worst path arrival time: 4.74 ns
Die Span X: 485 um
Latency at later pin: 0.77 ns
Dominant synthesized flop cell: edfxtp_1
Flip-flops with a built-in enable: 1371
Worst VDD drop: 0.168 mV
Clock slew at reported path FFs: 0.06 ns
Sw Pwr: 6390 uW
Core area: 0.231 sq mm
Top cells by area: edfxtp_1, ha_1, xnor2_1
Max-cap violations: 0
Post-route setup slack: 6.03 ns
Fmax: 0.229 GHz
Crit path max fanout: 124
DR vias/cell: 4.77
Initial DRT Pass Iterations: 5
Top cell area share: 58.9%
Post-synth seq share: 58.9%
Sw frac: 32.8%
Yosys chip area: 0.0699 sq mm
Fp_density: 30.3%
Minimum clock period: 4.37 ns
Clock tree buffer depth: 3
Final hold violations: 0
PwrDens: 248 mW/mm^2
Most common cell on crit path: buf_12
First-pass GRT wire length: 212 mm
DRT Wirelength: 132 mm
Post-synth cell types: 92
CTS Hold Bufs: 0
Layout filler cell count: 21793
Total negative setup slack: 0 ns
Slowest cell on crit path: buf_4
FFs w/ async S/R, synth: 0%
Int Pwr: 13100 uW
Met2 Resource Use GR: 19.6%
Cell Area, Synth: 0.0699 sq mm
Final Max Slew Viols: 0
Port Buffers: 46
Synth top cell by count: edfxtp_1
Clk root buf: clkbuf_16
DR DRC count: 0
Crit path largest cell delay: 0.73 ns
Yosys top cell by area: edfxtp_1
Vias in the first global route: 41405
Share of layout cells above drive strength 1: 5.49%
Sequential share of power: 41.0%
Die Area: 0.235 sq mm
Most common library cells after synthesis: edfxtp_1, ha_1, a21oi_1
Combinational power share: 33.7%
DP Worst Slack: 5.24 ns
DRT antenna net count: 0
Layout Cells excl Fill: 8543
Lkg Pwr: 0.0300 uW
Vias: 40767
Iteration-0 DRC Markers: 2059
# resized after CTS: 0
Clock network power share: 25.3%
Clk_skew: 0.0269 ns
Cells along the critical path: buf_16 > buf_12 > buf_12 > buf_4
Synthesis warning total: 5
CP Class: in -> reg
Normalized max-slew margin: 35.8%
Met3 Track Usage GR: 3.70%
Total track usage: 11.8%
Final setup fails: 0
DR WL/cell: 15.5 um
DP Cell Count: 8292
CTS tree: yes
Cts bufs inserted: 141
Yosys cell count: 5211
Most used routing layer: met2
==> path summary, 6_finish.rpt <==
kind	from	end	slack (ns)	depth (start not counted)
min reg2reg	pipe[0][8]$_DFFE_PP_	pipe[1][8]$_DFFE_PP_	0.42	0
min	pipe[0][8]$_DFFE_PP_	pipe[1][8]$_DFFE_PP_	0.42	0
max reg2reg	pipe[7][5]$_DFFE_PP_	pipe_result[36][18]$_DFFE_PP_	6.46	11
max	data_i_en	pipe_result[133][11]$_DFFE_PP_	6.03	4
==> critical path: cells and delay by family <==
kind | cells | cell delay [ns]
buffers and inverters | 4 | 2.18
==> placed cells by master, fill, tap and decap left out, types with 48 or more instances in the layout <==
master and count:
a21o_1 249, a21oi_1 453, clkbuf_16 145, edfxtp_1 1371, ha_1 656, inv_1 168
nand2_1 206, nand2b_1 72, nand3_1 101, nand4_1 48, nor2_1 260, nor2b_1 61
nor3_1 68, o21a_1 57, o21ai_0 211, o21bai_1 78, xnor2_1 402, xor2_1 174
==> cell type report <==
type	instances	area [sq um]	area share (%)
Antenna cell	1	2.50	0.00318
Clock buffer	167	3710	4.71
Clock inverter	83	707	0.898
Inverter	168	631	0.801
Multi-Input combinational cell	3655	28000	35.6
Sequential cell	1371	41200	52.3
Tap cell	3026	3790	4.81
Timing Repair Buffer	72	723	0.919
==> stage by stage <==
step                      instance area (sq um)  total power [uW]  hold WS, ns  util, %
after floorplan                           69900             12600        0.400        -
after global placement                    74300             14700        0.404     32.2
after detailed placement                  74300             14700        0.405     32.2
after CTS                                 78700             19800        0.417     34.1
after global routing                      78700             20700        0.424     34.1
final                                     78700             19500        0.419     34.1
==> cells by family (layout without fill, tap and decap cells) <==
kind of cell / after synthesis / after routing / synth area share, %
xor gates and xnor gates: 576 / 576 / 7.22
muxes: 8 / 8 / 0.116
adders and majority gates: 687 / 687 / 12.6
DFF: 1371 / 1371 / 58.9
other: 1 / 2 / 0.00537
AOI/OAI and AO/OA: 1405 / 1405 / 13.2
buffers and inverters: 185 / 490 / 0.999
and+or+nand+nor: 978 / 978 / 6.93
==> layer usage <==
| layer | part of all wire (%) | wire length, um |
|---|---|---|
| met1 | 42 | 55700 |
| met2 | 49 | 65100 |
| met3 | 6.4 | 8440 |
| met4 | 2.5 | 3340 |
| met5 | 0 | 0 |
==> power groups by stage <==
stage	Combinational [uW]	Sequential (uW)	Clock, uW
after global routing	7350	8100	5300
final	6570	8000	4930
after CTS	6650	8010	5090
==> flip-flops by register name (all words and copies together), names as in the netlist <==
| name | count |
|---|---|
| data_o | 25 |
| pipe | 200 |
| pipe_result | 1146 |
Power figures rest on the tool's default switching activity, not on a simulated workload.
