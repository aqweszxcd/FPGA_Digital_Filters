==> config.mk <==
export PLATFORM = sky130hd
export DESIGN_NAME = RRS
export DESIGN_NICKNAME = RRS
export VERILOG_FILES = /design/flow/design.v
export SDC_FILE = /design/flow/constraint.sdc
export NUM_CORES = 4
export LEC_CHECK = 1
export CORE_UTILIZATION = 30
==> design.v <==
module RRS
#(
parameter width_H = 5,
parameter width_W = 20,
parameter N = 32,
parameter log_N = 5
)
(
input wire clk,
input wire rst,
input wire data_i_en,
input wire [(width_H+width_W-1):0]data_i,
output reg data_o_en,
output reg [(width_H+width_W-1):0]data_o
);
int a,b,c;
reg pipe_en[0:2];
reg [(width_H+width_W-1):0]pipe[0:2];
reg [(width_H+width_W-1):0]delay_head[0:(N-1)];
reg [(width_H+width_W-1):0]delay_tail;
always@(posedge clk)begin
if (rst==1) begin
    for (a=0;a<(4);a=a+1) pipe_en[a]<=0;
    for (a=0;a<(4);a=a+1) pipe[a]<=0;
    for (a=0;a<(N);a=a+1) delay_head[a]<=0;
    delay_tail<=0;
    data_o_en<=0;
    data_o<=0;
end
else if (data_i_en==1) begin
    pipe_en[0]<=data_i_en;
    pipe[0]<=data_i;
    delay_head[0]<=pipe[0];
    for (a=1;a<(N);a=a+1) begin
        delay_head[a]<=delay_head[a-1];
    end
    pipe_en[1]<=pipe_en[0];
    pipe[1]<=pipe[0]-delay_head[N-1];
    pipe_en[2]<=pipe_en[1];
    pipe[2]<=( { { log_N{pipe[1][(width_H+width_W-1)]} },{pipe[1]} } >>log_N )+delay_tail;
    delay_tail<=pipe[2];
    data_o_en<=pipe_en[2];
    data_o<=pipe[2];
end
end
endmodule
==> constraint.sdc <==
current_design RRS

set clk_period 9.9
set clk_io_pct 0.2

create_clock -name clk0 -period $clk_period [get_ports {clk}]

set non_clock_inputs [all_inputs -no_clocks]
set_input_delay [expr $clk_period * $clk_io_pct] -clock clk0 $non_clock_inputs
set_output_delay [expr $clk_period * $clk_io_pct] -clock clk0 [all_outputs]
==> run.sh <==
#!/bin/bash
# OpenROAD 26Q1-2900-gdf79404cd8, Yosys 0.63+post, stock flow scripts
make -C /OpenROAD-flow-scripts/flow DESIGN_CONFIG=/design/flow/config.mk WORK_HOME=/design/flow/orfs finish
==> notes.md <==
The source-to-sink clock delay at the later pin of the worst-skew pair came out at 0.65 ns. The tools report the post-layout utilization of the core as 34.81%. The portion of the clock cycle consumed by the worst path in the final layout came out at 43.43%. The layout has 10980 filler cells. The routed layout reports a DRC error count of 0. The detailed router placed 20660 vias in this run.

The number of standard cells reported by yosys is 3248. Among all stages on the critical path, the maximum delay recorded is 0.71 ns. The tools report the startpoint type of the worst setup path as an input port. The die covers 113200 um2.

CTS added clock buffers totalling 92. The number of setup buffers added after CTS is 0. Overall power consumption after layout is estimated at 7.618 mW. The die is 336.4 um wide.

The most frequently used library cell after synthesis is sky130_fd_sc_hd__dfxtp_1. The placement summary gives the final routability congestion estimate as 0.8406. The tools report the startpoint of the tightest hold check path as pipe[2][19]. The sum of negative setup slack was 0 ns. The kind of cell with the highest combined delay along the critical path is buffers and inverters. The tools report the combined area of the multi-input logic cells as 14600 um2.

The number of cells on the worst reg-to-reg path is 9. No sink is reached through more buffers than the 3 on the longest clock path. The leakage component of the power is 16.76 nW, and the number of flip-flops and latches in the synthesized netlist is 899.

Setup repair after global routing left no endpoint under its margin. The maximum clock skew at final layout was 0.03768 ns. The number of distinct standard cells referenced by the synthesized netlist is 60, and the number of flops mapped to enable cells by yosys is 0. Synthesis produced a netlist whose cell count is 3248. The run finished with clean final reports. The largest net degree at the start of global routing was 148; the post-synthesis async set-or-reset flop share was 0%. Hold-check failures listed in the final report amount to 0.

The transition time at the pin with the least slew margin came out at 0.8200 ns. The source of the critical timing path is data_i_en. Listed in order, past its start point the critical path passes buf_8 > buf_12 > buf_4 > buf_4 > mux2i_1 > nor2_1. Warnings raised by the tools during the run amount to 33. The first global-routing pass estimated 94.21 mm of wire.

By area the synthesized netlist is led by sky130_fd_sc_hd__dfxtp_1, sky130_fd_sc_hd__mux2i_1, sky130_fd_sc_hd__nor2_1, sky130_fd_sc_hd__ha_1, sky130_fd_sc_hd__clkbuf_1. Detailed placement ended at an HPWL of 32.69 mm. In this run the VDD rail shows a maximum IR drop of 0.0001515 V. The number of placement rows was 122; the final setup violation count was 0. The post-route antenna net violation count is 0. Looking at the critical path, the single cell with the biggest stage delay is sky130_fd_sc_hd__buf_4.

Startpoint of the most critical register-to-register path: data_o[0]. The clock drives 899 sinks. The cell that appears most often on the critical path is sky130_fd_sc_hd__buf_4. TritonCTS built the clock tree.

In the global route stage, overall resource usage came out at 9.983%. The overflow left after global routing is 0, and the depth of the worst hold-timing path is 2. Each instance of the synthesized netlist takes up on average 10.33 um2.

Post-CTS repair ended up resizing 0 cells. TritonRoute output was used to compute an average wire per cell of 11.65 um. The final timing report lists a max-slew violation count of 0. The cell type that accounts for the most area after synthesis is sky130_fd_sc_hd__dfxtp_1. The routed design ends up with an antenna cell count of 0. The tools report the endpoint kind of the worst setup timing path as a flip-flop.

The area fraction of the largest cell type after synthesis is 53.64%. Once iteration 0 of detailed routing completed, the report listed 1238 DRC markers. The run gives 6 for the path length in cells of the critical path. The part of the Yosys area used for sequential elements is 53.64%, and the chip height is 336.4 um.

The first detailed-routing pass took 5 iterations. Path type of the worst setup path: in2reg. The synthesis report lists the Yosys warning total as 4. The detail-routed via count per cell works out to 4.323. The floorplan step defined a core boundary enclosing 110800 um2. For the required arrival time at the worst endpoint, the log shows 10.42 ns. Number of antenna violations at the first check in global routing: 0. The number of maximum-capacitance violations recorded for the run is 0. Per the post-run analysis, buffers plus inverters along the critical path come to 4. Buffers inserted to repair hold after CTS numbered 0. With the time the final worst path needs with I/O delays and setup at 4.300 ns, the number of levels in the clock H-tree is 3.

Area of the mapped netlist: 33550 um2. The run gives 101 for the biggest fanout along the worst timing path. The dominant register cell in the synthesized netlist is sky130_fd_sc_hd__dfxtp_1. The commonest cells after synthesis are sky130_fd_sc_hd__dfxtp_1, sky130_fd_sc_hd__nor2_1, sky130_fd_sc_hd__mux2i_1. In this run the tool buffered the top-level ports with 53 buffer cells. The run gives 30.28% for the floorplan-stage core utilization. 54 I/O pins were placed. The register area is 18000 um2. Wires add up to 55.68 mm.

With the number of global-route vias before repair at 19050, the highest clock rate is 232.6 MHz. The root buffer cell is sky130_fd_sc_hd__clkbuf_16. The clock transition at the registers of the reported paths works out to 0.06 ns. Relative to the synthesized area, the layout overhead comes to 14.98%.

Class of the tightest hold or removal check: reg2reg. In this run the power density over the cells is 197.5 nW/um2. The run gives 45.13% as the worst-case headroom to the max-slew limit.

Cells with a size suffix above 1 make up 5.804% of the layout. The area of the synthesized netlist per yosys stat was 33550 um2; the data arrival time of the critical path was 4.82 ns.
cells in the final DEF (no fill, tap or decap), drive strengths merged, types with 15 or more instances in the layout:
cell type        n
inv             32
mux2i          872
nor2           896
dfxtp          899
a21oi           40
xor2            17
clkdlybuf4s50   51
nand2           46
clkinv          24
clkbuf         130
buf             29
a21o            15
ha              47
o21ai           45
area by class of cell:
cell class / instances / area share [%]
Clock buffer: 130 / 6.882
Inverter: 29 / 0.2822
Multi-Input combinational cell: 2115 / 37.84
Sequential cell: 899 / 46.65
Tap cell: 1488 / 4.826
Timing Repair Buffer: 80 / 2.121
Clock inverter: 38 / 1.398
worst paths after layout:
check	to	slack, ns
setup / recovery	delay_head[8][10]	5.60
setup reg to reg	pipe[2][22]	7.13
hold reg to reg	pipe[2][19]	0.45
hold / removal	pipe[2][19]	0.45
worst min-delay path: stages (launching register included):
cell and delay, ns:
sky130_fd_sc_hd__dfxtp_1 0.32, sky130_fd_sc_hd__nand2_1 0.04, sky130_fd_sc_hd__o21ai_0 0.05
registers in the layout, indices dropped and copies added, names as in the netlist:
register,count
data_o_en,1
data_o,25
pipe_en,3
pipe,70
delay_head,800
cell families (layout without fill, tap and decap cells):
family          Yosys count  count (layout)  share of synthesized area, %
mux                     872             872                         26.01
xor+xnor                 30              30                        0.7831
simple gates           1010            1010                         11.80
buf+inv                 234             277                         2.857
flops                   899             899                         53.64
fa+ha+maj                48              48                         1.812
compound gates          155             155                         3.099
metal layers:
| metal | part of all wire (%) | wire [um] | track usage [%] |
|---|---|---|---|
| met2 | 41 | 22990 | 14.43 |
| met4 | 2.8 | 1567 | 2.708 |
| met3 | 3.2 | 1767 | 1.596 |
| met5 | 0 | 0 | 0 |
| met1 | 53 | 29360 | 15.75 |
stage by stage:
stage | worst slack (ns) | hold slack, ns | cell area [um2] | cells
after floorplan | 6.470 | 0.4248 | 33550 | 3248
after global placement | 4.903 | 0.4356 | 35380 | 4611
after detailed placement | 4.889 | 0.4439 | 35380 | 4611
after CTS | 5.590 | 0.4572 | 38580 | 4779
after global routing | 5.370 | 0.4783 | 38580 | 4779
final | 5.600 | 0.4512 | 38580 | 4779
report_power, final:
group,internal (mW),total [mW],switching [mW]
registers,3.65,3.68,0.0300
logic,0.169,0.413,0.244
clock network,2.08,3.52,1.44
Power figures rest on the tool's default switching activity, not on a simulated workload.
