<file path="./constraint.sdc">
current_design MEAN

set clk_period 5.9
set clk_io_pct 0.2

create_clock -name clk0 -period $clk_period [get_ports {clk}]

set non_clock_inputs [all_inputs -no_clocks]
set_input_delay [expr $clk_period * $clk_io_pct] -clock clk0 $non_clock_inputs
set_output_delay [expr $clk_period * $clk_io_pct] -clock clk0 [all_outputs]
</file>
<file path="./run.sh">
#!/bin/bash
# OpenROAD 26Q1-2900-gdf79404cd8, Yosys 0.63+post, stock flow scripts
make -C /OpenROAD-flow-scripts/flow DESIGN_CONFIG=/design/flow/config.mk WORK_HOME=/design/flow/orfs finish
</file>
<file path="./config.mk">
export PLATFORM = sky130hd
export DESIGN_NAME = MEAN
export DESIGN_NICKNAME = MEAN
export VERILOG_FILES = /design/flow/design.v
export SDC_FILE = /design/flow/constraint.sdc
export NUM_CORES = 4
export LEC_CHECK = 1
export CORE_UTILIZATION = 40
</file>
<file path="./design.v">
module MEAN
#(
parameter width_H = 5,
parameter width_W = 20,
parameter N = 32,
parameter log_N = 5
)
(
input wire clk,
input wire rst,
input wire data_i_en,
input wire [(width_H+width_W-1):0]data_i,
output reg data_o_en,
output reg [(width_H+width_W-1):0]data_o
);
int a,b,c;
reg pipe_en[0:N];
reg [(width_H+width_W-1):0]pipe[0:N];
reg [(width_H+width_W-1):0]pipe_result_en[0:(log_N-1)];
reg [(width_H+width_W-1):0]pipe_result[0:(log_N-1)][0:N];
always@(posedge clk)begin
if (rst==1) begin
    for (a=0;a<(N+1);a=a+1) pipe_en[a]<=0;
    for (a=0;a<(N+1);a=a+1) pipe[a]<=0;
    for (a=0;a<(log_N);a=a+1) pipe_result_en[a]<=0;
    for (a=0;a<(log_N);a=a+1) for (b=0;b<(N+1);b=b+1) pipe_result[a][b]<=0;
    data_o_en<=0;
    data_o<=0;
end
else if (data_i_en==1) begin
    pipe_en[0]<=data_i_en;
    pipe[0]<=data_i;
    for (a=0;a<(N);a=a+1) begin
        pipe_en[a+1]<=pipe_en[a];
        pipe[a+1]<=pipe[a];
        pipe_result[0][a]<=( { { log_N{pipe[a][(width_H+width_W-1)]} },{pipe[a]} } >>log_N ); 
    end
    pipe_result_en[0]<=pipe_en[N];
    pipe_result[0][N]<=(pipe[N]>>log_N); 
    for (b=0;b<(log_N);b=b+1) begin
        pipe_result_en[b+1]<=pipe_result_en[b];
        for (a=0;a<(N/2);a=a+1) begin
            pipe_result[b+1][a]<=pipe_result[b][2*a]+pipe_result[b][2*a+1];
        end
    end
    data_o_en<=pipe_result_en[(log_N-1)];
    data_o<=pipe_result[(log_N-1)][0]+pipe_result[(log_N-1)][1];
end
end
endmodule
</file>
==> reports/metrics.json <==
{
  "global_routing": {
    "number_of_global_route_vias_before_repair": 55987,
    "grt_start_max_net_pins": 136,
    "globalRouteTotalUtil_pct": 19.97,
    "antenna_found_initial": 2,
    "grt_pass1_wl_um": 309100,
    "overflow": 0
  },
  "logic_synthesis": {
    "yosys.area_share.xor_xnor_pct": 5.999,
    "ys_seq_share_pct": 36.41,
    "synth-warning-count": 5,
    "adder_share_pct": 11.39,
    "synth.area.top_cells": "sky130_fd_sc_hd__dfxtp_1 36%, sky130_fd_sc_hd__mux2i_1 13%, sky130_fd_sc_hd__ha_1 11%",
    "synthDominantAreaCellType": "sky130_fd_sc_hd__dfxtp_1",
    "async_reset_ff_share_pct": 0,
    "dominant_kind_of_combinational_cell": "AND-OR/OR-AND gates",
    "ys_seq_elements": 1410,
    "synth.cell_area_sq_mm": 0.07753,
    "yosys-stat-area_sq_mm": 0.07753,
    "synth-compound-area-share_pct": 17.51,
    "synthesis.area_per_instance_sq_um": 8.924,
    "synth.area.mux_share_pct": 12.54,
    "enable_flop_cells": 0,
    "yosysUniqueCellTypes": 87,
    "synth_top_area_share_pct": 36.41,
    "and_or_nand_nor_cells_area_fraction_pct": 13.61,
    "synth.yosys.num_cells": 8687,
    "postSynth.topFlopCell": "sky130_fd_sc_hd__dfxtp_1",
    "netlist_instances": 8687
  },
  "setup_path": {
    "critical_path.endpoint": "pipe_result[72][20]$_SDFFE_PP0P_",
    "timing.critical_path.to_type": "flip-flop",
    "critical_path.max_fanout": 80,
    "setup.worst_path.start_class": "primary input",
    "largest_stage_delay_on_the_critical_path_ps": 650,
    "rr_worst_depth": 11,
    "r2r_start": "pipe_result[133][0]$_SDFFE_PP0P_",
    "critical-path-slowest-cell": "sky130_fd_sc_hd__buf_4",
    "critPathArrivalTime_ps": 4020,
    "worst-r2r-setup-slack_ps": 2620,
    "worst_ep_required_time_ps": 6580,
    "crit_path_frequent_cell": "sky130_fd_sc_hd__buf_4",
    "critPathLaunch": "rst",
    "path_cells": "buf_8 -> buf_4 -> buf_4 -> buf_4 -> nor3_1 -> a31oi_1 -> nand3_1",
    "rr_endpoint": "data_o[14]$_SDFFE_PP0P_",
    "crit_path_kind": "primary input to flip-flop"
  },
  "cells_and_area": {
    "final_core_density_pct": 44.42,
    "mostFrequentLayoutCell": "sky130_fd_sc_hd__dfxtp_1",
    "nFillCells": 18061,
    "final_layout_size_suffix_gt1_share_pct": 4.542,
    "seq_area_sq_mm": 0.02823,
    "mostFrequentLayoutCells": "1410 x sky130_fd_sc_hd__dfxtp_1, 1344 x sky130_fd_sc_hd__nor2_1, 969 x sky130_fd_sc_hd__mux2i_1",
    "multi_input_comb_area_sq_mm": 0.04734,
    "areaGrowthSynthToFinish_pct": 10.34
  },
  "floorplanning": {
    "core_utilization_before_placement_pct": 40.26,
    "row_count": 161,
    "io-pin-count": 54,
    "die_area_sq_mm": 0.1956,
    "die-width_um": 442.2,
    "die.size.y_um": 442.2,
    "core_region_area_sq_mm": 0.1926
  },
  "flow_run": {
    "maxCapViolCount": 0,
    "warning_count": 41
  },
  "power": {
    "power.leakage_nw": 39.52,
    "p_clk_share_pct": 48.6,
    "comb_power_share_pct": 4.6,
    "power_frac_seq_pct": 46.8,
    "intPower_mw": 15.87,
    "vdd.ir_drop.worst_v": 0.0002609,
    "power_switching_mw": 4.817,
    "power_per_cell_area_mw_per_mm2": 241.8,
    "power_switching_share_pct": 23.28
  },
  "clocking": {
    "number_of_cts_inserted_buffers": 161,
    "post_cts.resized_instances": 0,
    "cts_tree": "done",
    "clkSlewWorstSetupHoldPaths_ps": 60,
    "worst_skew_pair.late_latency_ps": 800,
    "clkSinkCount": 1410,
    "max_clock_buf_depth": 3,
    "cts_hold_buf": 0,
    "post-cts-setup-buffer-count": 0,
    "htree_levels": 4,
    "cts-root-buf": "sky130_fd_sc_hd__clkbuf_16"
  },
  "status": {
    "outcome": "finished, final reports clean"
  },
  "timing": {
    "finalCritPeriodShare_pct": 56.58,
    "fmax_mhz": 299.6,
    "tightestPinTransition_ps": 844.6,
    "timing.final.hold_violations": 0,
    "grt_setup_unrepaired": "false",
    "number_of_endpoints_failing_setup_at_the_final_stage": 0,
    "finalWorstPathRequiredPeriod_ps": 3338,
    "finalClockSkew_ps": 35.52,
    "timing.max_slew.rel_slack_pct": 42.95,
    "report.final.slew_viol_count": 0,
    "fin_setup_tns_ps": 0
  },
  "route": {
    "detail_route.first_pass.iterations": 5,
    "drt-initial-drc-count": 3571,
    "drc": 0,
    "route.vias.total": 60184,
    "detail_route.wirelength_um": 192800,
    "insertedDiodeCount": 0,
    "routedWlPerCell_um": 17.21,
    "route.antenna.remaining_nets": 0,
    "viasPerCell": 5.374
  },
  "placed_design": {
    "dpl.hpwl_um": 139300,
    "port-buffer-count": 48,
    "gp_routability_congestion": 0.9250
  },
  "hold_path": {
    "hold_removal_path_class": "flip-flop to flip-flop"
  }
}
## metrics by stage
stage | power (mW) | hold WS [ps] | setup WS, ps | area, sq um | std cells
6_report | 20.69 | 454.1 | 2562 | 85540 | 11200
3_5_place_dp | 10.84 | 445.2 | 1727 | 80190 | 10908
3_3_place_gp | 10.83 | 442.4 | 1786 | 80190 | 10908
2_1_floorplan | 10.57 | 401.4 | 3075 | 77530 | 8687
4_1_cts | 20.99 | 457.2 | 2607 | 85540 | 11200
5_1_grt | 21.44 | 466.2 | 2376 | 85540 | 11200
## cell families (layout without fill, tap and decap cells)
| group | Yosys count | count (layout) |
|---|---|---|
| multiplexers | 971 | 971 |
| flip-flops | 1410 | 1410 |
| AND/OR/NAND/NOR | 2467 | 2467 |
| XOR/XNOR | 531 | 531 |
| AND-OR/OR-AND | 2098 | 2098 |
| adder cells (fa/ha/maj) | 687 | 687 |
| buffers and inverters | 523 | 510 |
## power by group through the flow
stage                 logic, mW  registers (mW)  clock network [mW]
final                     0.953            9.67                10.1
after CTS                 0.961            9.67                10.4
after global routing       1.04            9.67                10.7
## sequential cells by signal, indices dropped and copies added (netlist names)
name / flops
pipe_result: 1326
pipe_en: 33
data_o: 25
pipe: 20
pipe_result_en: 5
data_o_en: 1
## final cells by class
cell class | count | share of cell area (%)
clock inverters | 75 | 0.9610
multi-input cells | 6754 | 55.34
repair buffers | 101 | 1.185
inverters | 117 | 0.5192
well taps | 2526 | 3.695
clock buffers | 217 | 5.298
flip-flops and latches | 1410 | 33.00
## layer usage
| layer | vias up | share of wire, % | global-route usage (%) |
|---|---|---|---|
| met1 | 28045 | 49 | 30.23 |
| met4 | 4 | 2.2 | 3.990 |
| met5 | - | 0.014 | 0 |
| met2 | 956 | 45 | 31.04 |
| li1 | 30931 | - | - |
| met3 | 248 | 4.1 | 2.815 |
## synth_stat cells (27+ instances only)
cell	number
sky130_fd_sc_hd__nor2b_1	47
sky130_fd_sc_hd__o21ai_0	511
sky130_fd_sc_hd__mux2i_1	969
sky130_fd_sc_hd__and3_1	63
sky130_fd_sc_hd__xor2_1	219
sky130_fd_sc_hd__o211ai_1	44
sky130_fd_sc_hd__nand4_1	63
sky130_fd_sc_hd__nand3_1	107
sky130_fd_sc_hd__o21bai_1	77
sky130_fd_sc_hd__ha_1	656
sky130_fd_sc_hd__fa_1	31
sky130_fd_sc_hd__nand2b_1	56
sky130_fd_sc_hd__o31ai_1	30
sky130_fd_sc_hd__a211oi_1	103
sky130_fd_sc_hd__a31o_2	27
sky130_fd_sc_hd__o21a_1	90
sky130_fd_sc_hd__clkbuf_1	287
sky130_fd_sc_hd__buf_1	107
sky130_fd_sc_hd__or3_1	30
sky130_fd_sc_hd__xnor2_1	312
sky130_fd_sc_hd__nor3_1	85
sky130_fd_sc_hd__a31oi_1	102
sky130_fd_sc_hd__a21oi_1	514
sky130_fd_sc_hd__inv_1	116
sky130_fd_sc_hd__a21o_1	321
sky130_fd_sc_hd__nand2_1	552
sky130_fd_sc_hd__dfxtp_1	1410
sky130_fd_sc_hd__nor2_1	1346
## worst max-delay path, delay by kind of cell
family / cells / cell delay (ps)
buf+inv: 4 / 2230
simple gates: 2 / 200
compound gates: 1 / 170
## worst min-delay path by stage
stage / to / startpoint / depth (start not counted) / slack [ps]
final: pipe_result[73][18]$_SDFFE_PP0P_ / pipe_result[73][18]$_SDFFE_PP0P_ / 2 / 450
after CTS: pipe_result[73][18]$_SDFFE_PP0P_ / pipe_result[73][18]$_SDFFE_PP0P_ / 2 / 460
after global routing: pipe_result[67][21]$_SDFFE_PP0P_ / pipe_result[67][21]$_SDFFE_PP0P_ / 1 / 470
No activity file was given, so power comes from the tool's default toggle rates.
